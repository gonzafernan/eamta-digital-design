==> flow/design.v <==
module shiftleds(
                 o_led  ,
                 o_led_r,
                 o_led_b,
                 o_led_g,
                 i_sw   ,
                 i_btn  ,
                 i_reset,
                 clock
                 );
   parameter N_LEDS    = 4               ;
   parameter NB_SEL    = 2               ;
   parameter NB_COUNT  = 32             ;
   parameter NB_SW     = 4                ;
   parameter NB_BTN    = 4               ;
   localparam R0       = (2**(NB_COUNT-10))-1  ;
   localparam R1       = (2**(NB_COUNT-9)) -1  ;
   localparam R2       = (2**(NB_COUNT-8)) -1  ;
   localparam R3       = (2**(NB_COUNT-7)) -1  ;
   localparam SEL0     = 2'h0            ;
   localparam SEL1     = 2'h1            ;
   localparam SEL2     = 2'h2            ;
   localparam SEL3     = 2'h3            ;
   output [N_LEDS - 1 : 0] o_led    ;
   output [N_LEDS - 1 : 0] o_led_r  ;
   output [N_LEDS - 1 : 0] o_led_b  ;
   output [N_LEDS - 1 : 0] o_led_g  ;
   input  [NB_SW  - 1 : 0] i_sw     ;
   input  [NB_BTN - 1 : 0] i_btn    ;
   input                   clock    ;
   input                   i_reset  ;
   wire [NB_COUNT - 1 : 0] ref_limit      ;
   reg [NB_COUNT  - 1 : 0] counter        ;
   reg [N_LEDS    - 1 : 0] shiftreg       ;
   reg [N_LEDS    - 1 : 0] flash          ;
   reg [N_LEDS    - 1 : 0] output_fn      ;
   wire                    init           ;
   wire                    reset          ;
   reg    [NB_BTN - 1 : 0] btn_prev_state ;
   reg    [NB_BTN - 1 : 0] btn_state      ;
   assign reset     =  ~i_reset;
   assign init      =  i_sw[0];
   assign ref_limit = (i_sw[(NB_SW-1)-1 -: NB_SEL]==SEL0) ? R0 :
                      (i_sw[(NB_SW-1)-1 -: NB_SEL]==SEL1) ? R1 :
                      (i_sw[(NB_SW-1)-1 -: NB_SEL]==SEL2) ? R2 : R3;
   always@(posedge clock or posedge reset) begin
      if(reset) begin
         counter  <= {NB_COUNT{1'b0}};
         shiftreg <= {{N_LEDS-1{1'b0}},{1'b1}};
         flash <= {N_LEDS{1'b1}};
         btn_state <= {NB_BTN{1'b0}};
      end
      else if(init) begin
         if(counter>=ref_limit) begin
            counter  <= {NB_COUNT{1'b0}};
            shiftreg <= (i_sw[3]) ? {shiftreg[N_LEDS-2 -: N_LEDS-1],shiftreg[N_LEDS-1]} : {shiftreg[0], shiftreg[N_LEDS-1 -: N_LEDS-1]};
            flash <= ~flash;
         end
         else begin
            counter  <= counter + {{NB_COUNT-1{1'b0}},{1'b1}};
            shiftreg <= shiftreg;
            flash <= flash;
            if (btn_state[0]) begin
                output_fn <= shiftreg;
            end
            else begin
                output_fn <= flash;
            end
         end
         btn_prev_state <= i_btn;                
         if(i_btn[0] && btn_prev_state[0]==1'b0) begin
            btn_state[0] <= ~btn_state[0];       
         end
         else if (i_btn[1] && btn_prev_state[1]==1'b0) begin
            btn_state[NB_BTN-1:1] <= 3'b001;
         end
         else if (i_btn[2] && btn_prev_state[2]==1'b0) begin
            btn_state[NB_BTN-1:1] <= 3'b010;
         end
         else if (i_btn[3] && btn_prev_state[3]==1'b0) begin
            btn_state[NB_BTN-1:1] <= 3'b100;
         end
      end  
      else begin
         counter  <= counter;
         shiftreg <= shiftreg;
         flash <= flash;
      end
   end  
   assign o_led   = btn_state;   
   assign o_led_r = (btn_state[1]==1'b1) ? output_fn : {N_LEDS{1'b0}};
   assign o_led_g = (btn_state[2]==1'b1) ? output_fn : {N_LEDS{1'b0}};
   assign o_led_b = (btn_state[3]==1'b1) ? output_fn : {N_LEDS{1'b0}};
endmodule  
==> flow/run.sh <==
#!/bin/bash
# OpenROAD 26Q1-2900-gdf79404cd8, Yosys 0.63+post, stock flow scripts
make -C /OpenROAD-flow-scripts/flow DESIGN_CONFIG=/design/flow/config.mk WORK_HOME=/design/flow/orfs finish
==> flow/config.mk <==
export PLATFORM = sky130hd
export DESIGN_NAME = shiftleds
export DESIGN_NICKNAME = shiftleds
export VERILOG_FILES = /design/flow/design.v
export SDC_FILE = /design/flow/constraint.sdc
export NUM_CORES = 4
export LEC_CHECK = 1
export CORE_UTILIZATION = 30
export SYNTH_HDL_FRONTEND = slang
==> flow/constraint.sdc <==
current_design shiftleds

set clk_period 5.0
set clk_io_pct 0.2

create_clock -name clk0 -period $clk_period [get_ports {clock}]

set non_clock_inputs [all_inputs -no_clocks]
set_input_delay [expr $clk_period * $clk_io_pct] -clock clk0 $non_clock_inputs
set_output_delay [expr $clk_period * $clk_io_pct] -clock clk0 [all_outputs]
==> summary.txt <==
outcome = completed
IO Pins = 26
Final Cycle Share = 64.0%
Synth cell types = 40
R2R Path End = counter[22]
chip area = 0.00942 mm²
DRT Pass-1 Iters = 4
Post-CTS Setup Repair Bufs = 0
post-CTS sizing = 0
initial antenna violation count = 0
RSZ-0062 raised after global routing = no
Clock power frac = 24.1%
num rows = 34
DRT Wirelength = 5140 µm
starting DRC count in detailed routing = 158
Yosys warning total = 0
Net Sw Frac = 25.9%
P&R area growth vs syn = 15.1%
P_leak = 1.28 nW
diode count = 0
first-pass GRT wire length = 9090 µm
vias in the first global route = 1832
non-filler instance count after layout = 387
Fillers = 836
Reg2Reg Setup Slack = 2.56 ns
Worst Setup SP = i_sw[0]
Synth Instances = 256
CP endpoint kind = flip-flop
die y size = 97.0 µm
Critical Path Start Type = input pin
Fmax achieved = 312 MHz
layout cells sized above 1 = 10.4%
clk latency of the worst-skew pair = 0.30 ns
mapped cell area = 0.00271 mm²
syn avg cell area = 10.6 µm²
worst vdd ir = 0.000118 V
H-tree levels = 2
vias per cell = 5.05
hold_buf cts = 0
Core Region = 0.00872 mm²
worst-case reg-to-reg path depth = 5
Rel. slew slack = 52.8%
critical path type = input pin to flip-flop
Pwr Total = 0.945 mW
Req. time, crit path = 5.18 ns
hold_sp = flash[3]
pins over their slew limit = 0
GRT Total Usage = 11.8%
grt ovf = 0
Hold EP = flash[3]
max-cap viol count = 0
Root Buffer = clkbuf_8
CTS max path bufs = 2
Die W = 97.0 µm
routability cong. = 0.732
worst hold-check path type = flip-flop to flip-flop
Detailed Place HPWL = 3440 µm
Post-synth regs = 52
register area share after synthesis = 49.7%
Port-buffer cells = 25
final hold violations = 0
Logic pwr share = 18.2%
Initial Utilization = 31.1%
Final Critical Period = 3.20 ns
YS chip area = 0.00271 mm²
CTS buffer count = 5
Seq pwr share = 57.7%
Clock Skew = 0.00676 ns
Final Util = 35.8%
Setup Viol. Count Final = 0
detailed-route via count = 1956
setup tns final = 0 ns
TritonCTS clock tree = done
largest net degree at the start of global routing = 46
dpl cells = 379
CTS Sinks = 52
Slew @ Worst Pin = 0.707 ns
Crit Path Max Fanout = 25
critical path arrival = 3.38 ns
Residual DRC = 0
wire length per cell = 13.3 µm
power per cell area = 303 mW/mm²
CTS clk-pin slew, worst paths = 0.09 ns
count of tool warnings = 25
WHS Path Cells = 1
cell count in the Yosys report = 256
Final ANT Viol Nets = 0
Net Switching = 0.245 mW
Pint = 0.700 mW
worst r2r src = counter[3]
-- power by group through the flow --
stage	combinational, mW	clock [mW]	sequential (mW)
6_report	0.172	0.228	0.545
5_1_grt	0.191	0.257	0.554
4_1_cts	0.175	0.241	0.546
-- worst max-delay path, cell delays in order --
cell and delay [ns]:
clkdlybuf4s50_1 0.73, and3_1 0.46, nand4_1 0.20, o2bb2ai_4 0.61
buf_4 0.32, a21oi_1 0.06
-- logic make-up after synthesis --
family	synth area share [%]
AND/OR/NAND/NOR	23.8
flip-flops	49.7
AND-OR/OR-AND	10.2
buffers and inverters	3.79
XOR/XNOR	4.85
multiplexers	5.82
adder cells (fa/ha/maj)	1.85
-- metal layers --
| layer | track usage, % | share of wire [%] | vias to the layer above |
|---|---|---|---|
| met4 | 1.38 | 1.3 | 0 |
| met1 | 19.6 | 52 | 946 |
| met3 | 2.28 | 3.3 | 6 |
| met5 | 0 | 0 | - |
| li1 | - | - | 981 |
| met2 | 16.7 | 44 | 23 |
-- worst max path at each step --
stage                          to  slack (ns)  cells after the start
final                 counter[22]        1.80                      6
after global routing  counter[18]        1.66                      6
after CTS             counter[22]        1.81                      6
-- final cells by class --
type | count | area, µm² | share of cell area [%]
Clock buffer | 7 | 76.3 | 2.45
Timing Repair Buffer | 27 | 260 | 8.35
Inverter | 9 | 33.8 | 1.08
Clock inverter | 1 | 5.00 | 0.161
Multi-Input combinational cell | 183 | 1260 | 40.4
Tap cell | 108 | 135 | 4.33
Sequential cell | 52 | 1350 | 43.2
-- placed cells by master, fill, tap and decap left out, types with 8 or more instances in the layout --
master | netlist | layout
dfrtp_1 | 39 | 39
clkdlybuf4s50_1 | 0 | 24
a21oi_1 | 20 | 20
and2_1 | 15 | 15
nand3_1 | 13 | 13
xor2_1 | 13 | 13
nor2_1 | 12 | 12
nand2_1 | 11 | 11
nand4_1 | 11 | 11
mux2_2 | 10 | 10
o21ai_0 | 10 | 10
inv_1 | 9 | 9
and4_1 | 8 | 8
o31ai_1 | 8 | 8
or3_1 | 8 | 8
edfxtp_1 | 8 | 8
-- state kept, by name, indices dropped and copies added, names as in the netlist --
register / cells
btn_prev_state: 4
output_fn: 4
shiftreg: 4
counter: 32
flash: 4
o_led: 4
-- synthesized netlist by cell type, drive strengths merged --
library cell / n / area share, %
dfrtp: 39 / 36
a21oi: 21 / 4.0
and2: 15 / 3.5
mux2: 14 / 5.8
nand3: 13 / 2.4
xor2: 13 / 4.2
nand4: 12 / 3.3
nor2: 12 / 1.7
nand2: 11 / 1.5
o21ai: 10 / 1.8
and4: 9 / 3.0
inv: 9 / 1.2
edfxtp: 8 / 8.9
o31ai: 8 / 2.2
or3: 8 / 1.8
buf: 7 / 1.8
or4: 7 / 2.1
and3: 6 / 1.4
clkbuf: 5 / 0.69
dfstp: 5 / 4.8
ha: 4 / 1.8
nand2b: 4 / 0.92
nor4: 3 / 0.69
nand3b: 2 / 0.55
nor3b: 2 / 0.55
xnor2: 2 / 0.65
a21o: 1 / 0.28
a31oi: 1 / 0.23
nor2b: 1 / 0.23
nor3: 1 / 0.18
o211ai: 1 / 0.28
o22a: 1 / 0.32
o2bb2ai: 1 / 1.0
-- per-stage QoR --
| stage | hold WS [ns] | setup WS (ns) | instance area, µm² |
|---|---|---|---|
| global placement | 0.496 | 1.55 | 3040 |
| floorplan | 0.474 | 2.52 | 2710 |
| detailed placement | 0.508 | 1.46 | 3040 |
| CTS | 0.529 | 1.81 | 3120 |
| global route | 0.540 | 1.66 | 3120 |
| finish | 0.526 | 1.80 | 3120 |
Power figures rest on the tool's default switching activity, not on a simulated workload.
